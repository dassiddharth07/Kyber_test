[/design/flow/config.mk]
export PLATFORM = sky130hd
export DESIGN_NAME = karatsuba
export DESIGN_NICKNAME = karatsuba
export VERILOG_FILES = /design/flow/design.v
export SDC_FILE = /design/flow/constraint.sdc
export NUM_CORES = 4
export LEC_CHECK = 1
export CORE_UTILIZATION = 50
[/design/flow/constraint.sdc]
current_design karatsuba

set clk_period 20.1
set clk_io_pct 0.2

create_clock -name clk0 -period $clk_period

set non_clock_inputs [all_inputs -no_clocks]
set_input_delay [expr $clk_period * $clk_io_pct] -clock clk0 $non_clock_inputs
set_output_delay [expr $clk_period * $clk_io_pct] -clock clk0 [all_outputs]
[/design/flow/design.v]
`timescale 1ns / 1ps
module karatsuba (clk, a, b, prod);
    input clk;
    input [13-1:0] a, b;
    output [13+13-1:0] prod;
	logic [13:0] phi, plo;
	logic [13+2:0] pim, pim2;
	logic [13/2:0] prod1;
	logic [13+2:0] prod2;
	logic [13:0] prod3;
	assign phi = a[13-1:13/2+1]*b[13-1:13/2+1];
	assign plo = a[13/2:0]*b[13/2:0];
	assign pim = (a[13-1:13/2+1]+a[13/2:0])*(b[13-1:13/2+1]+b[13/2:0]);
	assign pim2 = pim-phi-plo;
	assign prod1 = plo[13/2:0];
	assign prod2 = plo[13:13/2+1]+pim2;
	assign prod3 = prod2[13+2:13/2+1]+phi;
	assign prod = {prod3[13-1:0], prod2[13/2:0], prod1};
endmodule
[/design/flow/run.sh]
#!/bin/bash
# OpenROAD 26Q1-2900-gdf79404cd8, Yosys 0.63+post, stock flow scripts
make -C /OpenROAD-flow-scripts/flow DESIGN_CONFIG=/design/flow/config.mk WORK_HOME=/design/flow/orfs finish
==> reports/qor.csv <==
stage,metric,value,unit
run_status,status,finished clean,
worst_setup_path,CP Class,input pin to primary output,
hold_path,HP Class,input pin to primary output,
die,Die W,119,um
route,Antenna diodes,0,
layout,register area,0,um2
worst_setup_path,"Slowest-stage cell, CP",clkdlybuf4s50_1,
placed_design,Final HPWL DP,12700,um
route,vias after detailed routing,5159,
worst_setup_path,max incr delay on CP,0.59,ns
timing,TNS Setup,0,ns
timing,cycle use final,0.906,
synth,ys cells,785,
grt,Global Route Usage Sum,0.238,
cts,"Gates resized, CTS repair",0,
cts,postcts setup bufs,0,
timing,worst-margin pin slew,0.863,ns
grt,number of global-route vias before repair,5067,
layout,area grow syn2layout,10.8,%
route,DR vias/cell,5.11,
route,drt total wl,14600,um
route,Initial DRC Count,157,
synth,register share after synthesis,0,
die,I/O pins,53,
die,row count,42,
timing,min Tclk post-route,18.22,ns
grt,largest net degree at the start of global routing,12,
worst_setup_path,Crit path top cell by count,fa_1,
synth,Yosys warnings,0,
route,remaining antenna violation count,0,
timing,Fmax achieved,54.9,MHz
placed_design,global placement routability congestion,0.861,
timing,"Slew Viols, Final",0,
synth,synth unique cells,45,
route,DR DRC count,0,
placed_design,port bufs,52,
worst_setup_path,Max Fanout on Critical Path,8,
synth,Netlist Area Pre-Place,0.00679,mm2
synth,Yosys top cell area share,0.327,
route,1st-pass router iterations,4,
worst_setup_path,CP startpoint kind,input pin,
run,Max-Cap Viols,0,
synth,top-count cell post-synth,inv_1,
grt,global-route wire length before repair,25100,um
worst_setup_path,Worst Path Arrival,14.20,ns
timing,RSZ-0062 raised after global routing,false,
die,fp util,0.513,
cts,hold_buf cts,0,
route,wire per inst,14.4,um
die,Die Ht,119,um
worst_setup_path,crit end category,primary output,
synth,post-synth top area cell,fa_1,
synth,most frequent cells after synthesis,"inv_1, ha_1, fa_1, and2_1, nand2_1",
timing,Final Worst Setup Slack,1.88,ns
synth,Cells after Synth,785,
timing,slew margin rel.,0.421,
synth,synthesized area per cell,8.65,um2
grt,GRT overflow,0,
layout,Clock Buffer Count,0,
die,die area,0.0140,mm2
synth,YS chip area,0.00679,mm2
layout,Seq cells,0,
run,Log Warnings,34,
grt,initial antenna violation count,0,
layout,layout cells sized above 1,0.0264,
timing,final-report hold violation count,0,
worst_setup_path,"Data required, critical path",16.08,ns
die,Core Area,0.0132,mm2
placed_design,DP Worst Slack,1.86,ns
timing,final setup violation count,0,
synth,Post-synth area hogs,"fa_1, ha_1, inv_1, and2_1, xnor2_1",
## stage by stage
stage	instance area [um2]	utilization	cells	hold slack [ns]
2_1_floorplan	6790	-	785	8.11
3_3_place_gp	7520	0.568	1010	9.19
3_5_place_dp	7520	0.568	1010	9.21
4_1_cts	7520	0.568	1010	9.20
5_1_grt	7520	0.568	1010	9.27
6_report	7520	0.568	1010	9.18
## final timing paths
kind	startpoint	end	slack, ns	cells after the start
worst max-delay path	a[5]	prod[23]	1.88	35
worst min-delay path	b[0]	prod[0]	9.18	4
## worst max-delay path: cells and delay by family
family | cells | cell delay [ns]
AOI/OAI and AO/OA | 10 | 2.34
and+or+nand+nor | 2 | 0.39
adders and majority gates | 12 | 5.45
buffers and inverters | 8 | 1.40
xor gates and xnor gates | 3 | 0.57
## final cells by class
type / instances / area [um2]
inverters: 178 / 668
well taps: 176 / 220
multi-input cells: 603 / 6100
fillers: 1241 / 5720
repair buffers: 53 / 528
## cells in the final DEF, fill, tap and decap left out, types with 9 or more instances in the layout
master,count
ha_1,123
nor2_1,28
o21ai_0,20
xor2_1,16
and2_1,92
nand2_1,52
a21o_1,14
nand2b_1,9
clkdlybuf4s50_1,52
a21oi_1,23
fa_1,111
inv_1,178
xnor2_1,37
## kinds of logic (layout without fill, tap and decap cells)
family | Yosys count | count (layout) | synth area share
compound gates | 105 | 105 | 0.109
simple gates | 208 | 208 | 0.161
fa+ha+maj | 234 | 234 | 0.554
mux | 1 | 1 | 0.00166
buf+inv | 182 | 231 | 0.101
xor+xnor | 55 | 55 | 0.0732
## routing by layer
metal  GRT usage  vias up  part of all wire
met2       0.387      106              0.48
met3      0.0522        2             0.063
met5           0        -                 0
li1            -     2566                 -
met4     0.00237        0            0.0012
met1       0.363     2485              0.46
