## ./config.mk

```make
export PLATFORM = sky130hd
export DESIGN_NAME = add_mod
export DESIGN_NICKNAME = add_mod
export VERILOG_FILES = /design/flow/design.v
export SDC_FILE = /design/flow/constraint.sdc
export NUM_CORES = 4
export LEC_CHECK = 1
export CORE_AREA = 10 10 88 88
export DIE_AREA = 0 0 98 98
```

## ./constraint.sdc

```tcl
current_design add_mod

set clk_period 18.1
set clk_io_pct 0.2

create_clock -name clk0 -period $clk_period

set non_clock_inputs [all_inputs -no_clocks]
set_input_delay [expr $clk_period * $clk_io_pct] -clock clk0 $non_clock_inputs
set_output_delay [expr $clk_period * $clk_io_pct] -clock clk0 [all_outputs]
```

## ./run.sh

```bash
#!/bin/bash
# OpenROAD 26Q1-2900-gdf79404cd8, Yosys 0.63+post, stock flow scripts
make -C /OpenROAD-flow-scripts/flow DESIGN_CONFIG=/design/flow/config.mk WORK_HOME=/design/flow/orfs finish
```

## ./design.v

```verilog
`timescale 1ns / 1ps
module add_mod (clk, a, b, sum);
    input clk;
    input [13-1:0] a, b;
    output [13-1:0] sum;
    logic [13:0] sum1, sum2;
    assign sum1 = a + b;
    assign sum2 = sum1 - {1'b0, 7681};
    assign sum = (sum2[13]==1'b1)? sum1 : sum2;
endmodule
```

==> impl_metrics.ini <==
; synthesis and place-and-route metrics
[sta]
min_period_ns = 11.30
hold_violations = 0
setup_tns_ns = 0
fin_crit_sh_pct = 62.4
setup_viol = 0
slew_headroom_pct = 44.1
drv_slew = 0
fmax_mhz = 88.5
worstMarginPinSlew_ns = 0.832
rsz0062_at_grt = false

[grt]
grt_util_all_layers_pct = 5.57
antenna_found_initial = 0
grt_pass1_wl_um = 4860
overflow = 0
grt_max_degree = 15
grt_pass1_vias = 1110

[layout]
fin_area_um2 = 1580
area_growth_pct = 41.1
clock_buffers = 0
fillCellCount = 624
comb_area_um2 = 1060
drive_above_1_share_pct = 5.26
regArea_um2 = 0
seq_cell_count = 0

[run]
drv_cap = 0
warnings = 33

[placed_design]
port_buffers = 39
post_dp_cell_area_um2 = 1580
gp_congestion = 0.770
dpl.hpwl_um = 2630

[synth]
synth.area.top_cells = ha_1, mux2i_1, xnor2_1
netlist_area_um2 = 1120
synth_warnings = 0
ys_cells = 156
postSynthSeqShare_pct = 0
synthCells = 156
ys_area_um2 = 1120
yosysTopAreaCellShare_pct = 15.7
top_area_cell = ha_1
syn_area_per_cell_um2 = 7.15
synth_cell_types = 41

[route]
detail_route.wl_per_cell_um = 10.9
drt_first_iter_violations = 21
num_vias = 1198
drc_errors = 0
via_per_inst = 4.52
diodes = 0
ant_nets = 0
firstDrtPassIters = 3
drt_wl_total_um = 2880

[pwr]
vdd_drop_max_mv = 0.0174
power_density_nw_per_um2 = 44.0
internal_power_uw = 38.2
p_leak_uw = 0.000588
pwr-share-comb_pct = 100.0
swShare_pct = 44.8
seq_power_share_pct = 0
switchingPower_uw = 31.1
p_clk_share_pct = 0

[cts]
cts_hold_buf = 0
cts_setup_buffers = 0
cts_resized = 0

[critical_path]
worst-setup-path-type = input pin to output pin
critPathMaxFanout = 12
critPathArrivalTime_ns = 7.68
startpoint_type = input pin
required_ns = 14.48
end_kind = output pin

[floorplanning]
die_h_um = 98
dieArea_um2 = 9600
core-area_um2 = 5920
rows = 28
die_w_um = 98
ioPinCount = 40
fp_util_pct = 18.9

[outcome]
status = finished clean

[hold_path]
hold_path_class = input pin to output pin
==> cell usage in the layout, fill, tap and decap left out, drive strengths merged, types with 2 or more instances in the layout <==
cell / netlist / layout
a21oi: 12 / 12
nand3: 4 / 4
ha: 14 / 14
o21ai: 6 / 6
nor4: 2 / 2
xor2: 5 / 5
nand2: 22 / 22
or3: 3 / 3
and3: 3 / 3
o211ai: 6 / 6
o2111ai: 2 / 2
mux2i: 12 / 12
a21o: 2 / 2
xnor2: 10 / 10
o21a: 4 / 4
inv: 7 / 7
nor2: 13 / 13
clkdlybuf4s50: 0 / 39
nor3: 6 / 6
==> cell families after synthesis <==
| family | synth area share (%) |
|---|---|
| adder cells (fa/ha/maj) | 17.5 |
| AND/OR/NAND/NOR | 27.1 |
| AND-OR/OR-AND | 27.6 |
| XOR/XNOR | 11.8 |
| buffers and inverters | 5.27 |
| multiplexers | 10.8 |
==> cell type report <==
type                       count  share of cell area [%]
timing repair buffer          40                    25.3
tap                           75                    5.96
inverter                       7                    1.67
multi-input combinational    143                    67.1
==> path summary, 6_finish.rpt <==
check                 endpoint  startpoint  slack [ns]  depth (start not counted)
worst max-delay path    sum[6]        a[0]        6.80                         12
worst min-delay path    sum[0]        b[0]        8.41                          5
==> Yosys cell counts (2+ instances only) <==
cell	n
nand3_1	4
nor2_1	13
and3_1	3
a21o_1	2
or3_1	3
a21oi_1	11
xor2_1	5
clkbuf_1	3
o21ai_0	6
buf_2	2
o21a_1	4
inv_1	7
mux2i_1	12
ha_1	14
o2111ai_1	2
nand2_1	21
nor3_1	6
xnor2_1	10
o211ai_1	6
==> metal layers <==
layer / vias up / track usage, % / wire (µm)
met4: 0 / 0 / 0
met1: 537 / 6.40 / 1250
met3: 0 / 0.782 / 102
li1: 650 / - / -
met2: 11 / 11.1 / 1540
met5: - / 0 / 0
==> worst max-delay path, cell delays in order <==
cell and delay, ns:
clkdlybuf4s50_1 0.40, ha_1 0.24, fa_1 0.43, a21oi_1 0.31
o211ai_1 0.15, a21oi_1 0.28, xnor2_1 0.17, or3_1 0.43
nor4_4 0.65, mux2i_1 0.30, xor2_1 0.20, clkdlybuf4s50_1 0.50
==> stage by stage <==
step	utilization, %	setup WS (ns)	cells	total power (µW)	hold slack [ns]
2_1_floorplan	-	8.38	156	41.2	7.50
3_3_place_gp	26.6	6.77	265	70.5	8.43
3_5_place_dp	26.6	6.77	265	71.0	8.44
4_1_cts	26.6	6.77	265	71.2	8.43
5_1_grt	26.6	6.56	265	77.8	8.48
6_report	26.6	6.80	265	69.3	8.41
==> power by group through the flow <==
stage | sequential [µW] | clock, µW | combinational, µW
4_1_cts | 0 | 0 | 71.2
5_1_grt | 0 | 0 | 77.8
6_report | 0 | 0 | 69.3
Power figures rest on the tool's default switching activity, not on a simulated workload.
